File: /design/flow/config.mk
export PLATFORM = sky130hd
export DESIGN_NAME = RegFile
export DESIGN_NICKNAME = RegFile
export VERILOG_FILES = /design/flow/design.v
export SDC_FILE = /design/flow/constraint.sdc
export NUM_CORES = 4
export LEC_CHECK = 1
export CORE_UTILIZATION = 40
File: /design/flow/constraint.sdc
current_design RegFile

set clk_period 6.4
set clk_io_pct 0.2

create_clock -name clk0 -period $clk_period [get_ports {clk}]

set non_clock_inputs [all_inputs -no_clocks]
set_input_delay [expr $clk_period * $clk_io_pct] -clock clk0 $non_clock_inputs
set_output_delay [expr $clk_period * $clk_io_pct] -clock clk0 [all_outputs]
File: /design/flow/design.v
`timescale 1ns / 1ps
`default_nettype wire
module RegFile(
    input [31:0] wd,
    input clk, 
    input en,
    input [4:0] adr1,
    input [4:0] adr2,
    input [4:0] wa,
    output logic [31:0] rs1, 
    output logic [31:0] rs2     );
    logic [31:0] reg_file [0:31];
    initial
    begin
        int i;
        for (i=0; i<32; i++)
            reg_file[i] = 0;
    end
    always_ff @(negedge clk)
    begin
        if ( (en == 1) && (wa != 0) )
            reg_file[wa] <= wd;       
    end
    assign rs1 = reg_file[adr1];
    assign rs2 = reg_file[adr2];
endmodule
File: /design/flow/run.sh
#!/bin/bash
# OpenROAD 26Q1-2900-gdf79404cd8, Yosys 0.63+post, stock flow scripts
make -C /OpenROAD-flow-scripts/flow DESIGN_CONFIG=/design/flow/config.mk WORK_HOME=/design/flow/orfs finish
==> results.tsv <==
stage	metric	value	unit
detailed_routing	drt-total-wl	151000	µm
placement	place.gp.congestion	0.863	
yosys	avgSynthCellArea	14.4	µm²
detailed_routing	ant_nets	0	
detailed_routing	drtIter0Drc	1981	
power_and_ir_drop	seq_power_share	0.414	
critical_path	path_class	register to primary output	
min_path	hp-class	input pin to primary output	
cts	clk_pin_slew	50	ps
die	fp_util	0.405	
sta	finalHoldViolCount	0	
die	io_pins	113	
yosys	yosys_area	48800	µm²
cts	hold_buffers	0	
cts	cts_tree	done	
power_and_ir_drop	combinationalPowerShare	0.081	
power_and_ir_drop	clkPwrFrac	0.505	
yosys	ys_cells	3387	
cts	cts-root-buf	clkbuf_16	
cts	cts_buffers	115	
yosys	synth.distinct_cells	25	
critical_path	crit_start	reg_file[7][7]	
power_and_ir_drop	vdd_ir_drop_max	227	µV
sta	finalSetupViolations	56	
yosys	ys_ff	1024	
die	die_area	123000	µm²
yosys	netlist_area	48800	µm²
critical_path	crit_chain	mux2i_1 -> a22o_1 -> nor3_2 -> a31oi_2 -> nand3_1 -> buf_6 -> buf_6	
die	die_x	351	µm
critical_path	crit_arrival	5370	ps
layout	regMostFlops	reg_file	
detailed_routing	vias	34735	
die	fp.dieH	351	µm
sta	max_slew_margin	0.416	
placement	portBuffers	112	
detailed_routing	drc_errors	0	
critical_path	crit_slowest_cell	edfxtp_1	
grt	grt_usage	0.262	
sta	worstMarginPinSlew	876	ps
layout	area_growth	27.0	%
power_and_ir_drop	p_total	18.3	mW
cts	cts.path.max_buffers	3	
cts	h-tree-depth	3	
sta	finalMaxSlewViolations	0	
yosys	netlist_instances	3387	
grt	antenna_found_initial	1	
power_and_ir_drop	switching_share	0.285	
critical_path	endpoint	rs1[7]	
layout	largest_reg_flops	1024	
power_and_ir_drop	p_int	13.1	mW
placement	dpl.hpwl	87500	µm
grt	grt_pass1_vias	37280	
run	cap_violations	0	
critical_path	worstPathMaxFanout	2	
outcome	failed_checks	setup timing	
yosys	yosys.area.top_type_share	0.631	
outcome	status	finished with violations	
grt	grt_pass1_wl	219000	µm
power_and_ir_drop	switchingPower	5.21	mW
critical_path	critPathRequiredTime	5120	ps
grt	grt_overflow	0	
power_and_ir_drop	leakagePower	27.0	nW
detailed_routing	viasPerCell	5.48	
die	core	120000	µm²
layout	n_fill_cell	9903	
critical_path	end_kind	primary output	
sta	fin_tns_setup	-5640	ps
critical_path	critPathMaxStageDelay	400	ps
cts	clkSinkCount	1024	
layout	reg_top3	reg_file x1024	
critical_path	critPathLaunchType	register	
sta	rsz0062_at_grt	yes	
yosys	ys_seq_frac	0.631	
yosys	yosysWarnings	1	
grt	grt_start_max_net_pins	92	
layout	drive_gt1_frac	0.140	
critical_path	crit_top_cell	buf_6	
run	tool_warnings	1030	
die	placementRows	127	
detailed_routing	first_pass_iters	5	
yosys	synth.area.top_cells	edfxtp_1, mux2i_1, a22oi_1, a22o_1, nand3_1	
sta	setup_ws	-251	ps
yosys	synth_top_cell_by_area	edfxtp_1	
detailed_routing	avgRoutedWirePerCell	23.8	µm
power_and_ir_drop	pwr_density_cell	296	nW/µm²
==> worst max-delay path: cells and delay by family (launching register included) <==
family | cells | cell delay (ps)
simple gates | 2 | 210
buf+inv | 2 | 250
compound gates | 2 | 440
flops | 1 | 400
mux | 1 | 160
==> routing by layer <==
layer,wire [µm],vias up,GRT usage
met4,5010,0,0.112
li1,-,15884,-
met3,19300,268,0.163
met2,69700,1798,0.373
met5,0,-,0.00118
met1,56700,16785,0.328
==> cells in the mapped netlist <==
library cell     n
a21oi_1        192
a22o_1         128
a22oi_1        192
a31oi_1         64
and2_1           2
buf_1           10
buf_2           79
buf_4           52
buf_6           37
clkbuf_1        71
clkbuf_4         4
conb_1           1
edfxtp_1      1024
inv_1            1
mux2i_1       1024
nand2_1        195
nand2b_1         4
nand3_1        194
nand3b_1         5
nor2_1          34
nor2b_1          4
nor3_1          64
or2_2            2
or3_1            1
or3b_2           3
==> cells in the final DEF (no fill, tap or decap), types with 37 or more instances in the layout <==
| cell type | n |
|---|---|
| inv_1 | 1047 |
| mux2i_1 | 1024 |
| edfxtp_1 | 1024 |
| nand2_1 | 193 |
| a22oi_1 | 192 |
| a21oi_1 | 192 |
| nand3_1 | 146 |
| a22o_1 | 128 |
| buf_4 | 122 |
| clkbuf_16 | 116 |
| buf_12 | 86 |
| nor3_2 | 52 |
| buf_2 | 52 |
| clkdlybuf4s50_1 | 46 |
| nand3_2 | 37 |
==> logic make-up after synthesis <==
logic type,Yosys count,share of synthesized area
AND-OR/OR-AND,576,0.0805
buffers and inverters,254,0.0316
flip-flops,1024,0.631
multiplexers,1024,0.210
other,1,0.0000769
AND/OR/NAND/NOR,508,0.0471
==> power groups by stage <==
| stage | logic (mW) | clock network [mW] | registers, mW |
|---|---|---|---|
| final | 1.49 | 9.24 | 7.58 |
| after global routing | 1.57 | 10.3 | 7.57 |
| after CTS | 1.46 | 9.51 | 7.58 |
==> cell type report <==
| cell class | instances | area [µm²] | area share |
|---|---|---|---|
| clock buffer | 116 | 2900 | 0.0469 |
| clock inverter | 1122 | 4910 | 0.0792 |
| timing repair buffer | 324 | 3570 | 0.0576 |
| antenna | 2 | 5.00 | 0.0000808 |
| sequential | 1024 | 30700 | 0.497 |
| multi-input combinational | 2140 | 17800 | 0.287 |
| tap | 1612 | 2020 | 0.0326 |
==> worst min-delay path by stage <==
stage / slack [ps] / endpoint / from / depth (start not counted)
6_report: 3380 / rs1[13] / adr1[1] / 6
5_1_grt: 3470 / rs1[13] / adr1[1] / 6
4_1_cts: 3400 / rs1[13] / adr1[1] / 6
==> per-stage QoR <==
stage	cell area [µm²]	utilization	worst slack, ps	hold slack, ps	std cells
after global placement	53500	0.444	-120	3800	5105
after floorplan	48900	-	-500	2820	3418
after CTS	61700	0.512	-278	3400	6339
final	61900	0.514	-251	3380	6340
after detailed placement	53500	0.444	-105	3790	5105
after global routing	61900	0.514	-319	3470	6338
==> what timing repair did <==
| item | 4_1_cts | 5_1_grt |
|---|---|---|
| pin swaps | 166 | 103 |
| hold endpoints to repair | 0 | 0 |
| endpoints found under the setup margin | 64 | 64 |
| setup buffers | 2 | 0 |
| gates resized | 341 | 40 |
| gates cloned | 0 | 0 |
No activity file was given, so power comes from the tool's default toggle rates.
